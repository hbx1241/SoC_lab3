==> design.v <==
`timescale 1ns / 1ps
module fir 
#(  parameter pADDR_WIDTH = 12,
    parameter pDATA_WIDTH = 32,
    parameter Tape_Num    = 11
)
(
    output  reg awready,
    output  reg wready,
    input   wire                     awvalid,
    input   wire [(pADDR_WIDTH-1):0] awaddr,
    input   wire                     wvalid,
    input   wire [(pDATA_WIDTH-1):0] wdata,
    output  reg arready,
    input   wire                     rready,
    input   wire                     arvalid,
    input   wire [(pADDR_WIDTH-1):0] araddr,
    output  reg rvalid,
    output  reg [(pDATA_WIDTH-1):0] rdata,    
    input   wire                     ss_tvalid, 
    input   wire [(pDATA_WIDTH-1):0] ss_tdata, 
    input   wire                     ss_tlast, 
    output  reg                      ss_tready, 
    input   wire                     sm_tready, 
    output  wire                     sm_tvalid, 
    output  wire [(pDATA_WIDTH-1):0] sm_tdata, 
    output  wire                     sm_tlast, 
    output  reg [3:0]               tap_WE,
    output  wire tap_EN,
    output  reg [(pDATA_WIDTH-1):0] tap_Di,
    output  wire [(pADDR_WIDTH-1):0] tap_A,
    input   wire [(pDATA_WIDTH-1):0] tap_Do,
    output  reg [3:0]               data_WE,
    output  wire                     data_EN,
    output  wire [(pDATA_WIDTH-1):0] data_Di,
    output  wire  [(pADDR_WIDTH-1):0] data_A,
    input   wire [(pDATA_WIDTH-1):0] data_Do,
    input   wire                     axis_clk,
    input   wire                     axis_rst_n
);
    reg [7:0] config_reg;
    reg [2:0] ap_config, ap_config_next;
    reg [2:0] state, state_next;
    reg [31:0] data_len, data_len_next;
    reg [pADDR_WIDTH-1:0] tap_r_addr, tap_w_addr, data_addr, data_addr_next, tap_addr, tap_addr_next;
    reg [pDATA_WIDTH-1:0] fir_out, fir_out_next, rdata_next;
    reg ss_tready_next;
    parameter s_idle = 0, s_get = 1, s_comp = 2, s_out = 3, s_next = 4, s_last = 5;
    assign tap_A = ((state == s_comp) || (state == s_get)) ? (tap_addr << 2) : (awvalid && wvalid) ? tap_w_addr : tap_r_addr;
    assign data_A = data_addr << 2;
    assign tap_EN = 1;
    assign data_EN = 1;
    assign data_Di = (state == s_idle) ? 32'b0 : ss_tdata;
    assign sm_tdata = fir_out;
    assign sm_tvalid = state == s_out;
    assign sm_tlast = state == s_last;
    always@(*) begin
        ap_config_next = ap_config;
        data_len_next = data_len;
        tap_w_addr = 12'h0;
        tap_WE = 4'b0;
        tap_Di = 32'b0;
        if (awvalid && wvalid && awready && wready) begin
            if (awaddr == 12'h0) begin
                if (ap_config[2] && (!ap_config[1])) ap_config_next = {~wdata[0], 1'b0, wdata[0]};
                else if (ap_config[0]) ap_config_next = {1'b0, ap_config[1], 1'b0};
            end 
            else if (awaddr == 12'h010) begin
                data_len_next = wdata;
            end
            else if (awaddr >= 12'h020) begin
                tap_w_addr = awaddr - 12'h20;
                tap_WE = 4'hf;
                tap_Di = wdata;
            end
        end
        if ((state == s_out) && ss_tlast) ap_config_next = {1'b1, 1'b1, 1'b0};
    end
    always@(*) begin
        rdata_next = rdata;
        tap_r_addr = 12'hfff;
        if (arvalid) begin
            if (araddr == 12'h0) begin
                rdata_next = {5'b0, ap_config};
            end
            else if(araddr == 12'h010) begin
                rdata_next = data_len;
            end
            else if(araddr >= 12'h020) begin
                tap_r_addr = araddr - 12'h20;
                rdata_next = tap_Do;
            end
        end
    end
    always@(*) begin
        state_next = s_idle;
        if (state == s_idle) begin
            if (ap_config[0] && ss_tvalid) state_next = s_get;
            else state_next = s_idle;
        end
        else if (state == s_get) begin
            state_next = s_comp;
        end
        else if (state == s_comp) begin
            if (tap_addr == 12'd10) state_next = s_out;
            else state_next = s_comp;
        end
        else if (state == s_out) begin
            if (sm_tready) begin
                if (ss_tlast) state_next = s_last;
                else state_next = s_next;
            end
            else state_next = s_out;
        end
        else if (state == s_next) state_next = s_get;
        else if (state == s_last) state_next = s_last;
    end
    always@(*) begin
        data_addr_next = data_addr;
        if ((state == s_comp)) begin
            if (data_addr == 12'd0)
                data_addr_next = 12'd10;
            else data_addr_next = data_addr - 12'd1;
        end
        else if ((state == s_next) || (state == s_idle)) begin
            if (data_addr == 12'd10) data_addr_next = 12'd0;
            else data_addr_next = data_addr_next + 12'd1;
        end
    end
    always@(*) begin
        if ((state == s_idle) || (state == s_get)) data_WE = 4'hf;
        else data_WE = 4'h0;
    end
    always@(*) begin
        tap_addr_next = 0;
        if (state == s_comp) begin
            if (tap_addr == 12'd10) begin
                tap_addr_next = 12'd0;
            end
            else tap_addr_next = tap_addr + 12'd1;
        end
    end
    always@(*) begin
        fir_out_next = fir_out + (tap_Do * data_Do);
    end
    always@(posedge axis_clk) begin
        if (awvalid && wvalid) begin
            awready <= 1'b1;
            wready <= 1'b1;
        end
        else begin
            awready <= 1'b0;
            wready <= 1'b0;
        end
    end
    always@(posedge axis_clk) begin
        if (arvalid) begin
            arready <= 1'b1;
        end
        else arready <= 1'b0;
    end
    always@(posedge axis_clk) begin
        if ((arvalid && arready)) 
            rvalid <= 1'b1;
        else if (!rready) 
            rvalid <= rvalid;
        else
            rvalid <= 1'b0;
    end
    always@(*) ss_tready_next = state_next == s_next ? 1'b1: 1'b0;
    always@(posedge axis_clk or negedge axis_rst_n) begin
        if (!axis_rst_n) begin
            ap_config <= 3'b100;
            state <= s_idle;
            data_addr <= 12'h0;
            tap_addr <= 12'd0;
            fir_out <= 32'b0;
            data_len <= 32'b0;
            rdata <= 32'b0;
            ss_tready <= 1'b0;
            fir_out <= 32'b0;
        end
        else begin
            ap_config <= ap_config_next;
            state <= state_next;
            data_addr <= data_addr_next;
            tap_addr <= tap_addr_next;
            if ((state == s_next) || (state == s_idle))
                fir_out <= 32'b0;
            else fir_out <= fir_out_next;
            data_len <= data_len_next;
            rdata <= rdata_next;
            ss_tready <= ss_tready_next;
        end
    end
endmodule
==> run.sh <==
#!/bin/bash
# OpenROAD 26Q1-2900-gdf79404cd8, Yosys 0.63+post, stock flow scripts
make -C /OpenROAD-flow-scripts/flow DESIGN_CONFIG=/design/flow/config.mk WORK_HOME=/design/flow/orfs finish
==> config.mk <==
export PLATFORM = sky130hd
export DESIGN_NAME = fir
export DESIGN_NICKNAME = fir
export VERILOG_FILES = /design/flow/design.v
export SDC_FILE = /design/flow/constraint.sdc
export NUM_CORES = 4
export LEC_CHECK = 1
export CORE_UTILIZATION = 50
==> constraint.sdc <==
current_design fir

set clk_period 10.8
set clk_io_pct 0.2

create_clock -name clk0 -period $clk_period [get_ports {axis_clk}]

set non_clock_inputs [all_inputs -no_clocks]
set_input_delay [expr $clk_period * $clk_io_pct] -clock clk0 $non_clock_inputs
set_output_delay [expr $clk_period * $clk_io_pct] -clock clk0 [all_outputs]
==> deck_impl_summary.md <==
Flow Results at a Glance

Clocking
  – TritonCTS clock tree: done
  – Num CTS Buffers: 17
  – Latency at later pin: about 0.45 ns
  – Clk slew on worst S/H paths: about 0.08 ns
  – CTS resizes: 0
  – H-tree depth: 4
  – Clock Sinks: around 130
  – CTS max path bufs: 2
  – Hold-fix buffer count after cts: 0
  – Post-CTS setup buffer count: 0
  – Root Buffer: clkbuf_16

Global routing
  – Initial antenna violation count: 12
  – Tot GR Track Use: 33.65%
  – First-pass GRT wire length: 111.4 mm
  – Overflow left after global routing: 0
  – Pin count of the biggest net entering global routing: 65
  – Vias in the first global route: 19180

Synth
  – Flops after synth: 133
  – Synth Seq Share: around 14%
  – Library cells used by synthesis: between 70 and 80
  – Yosys top cell by area: fa_1
  – Number of flops mapped to enable cells by yosys: 0
  – Mean Syn Cell Area: 9.129 sq um
  – Synthesis area per yosys: 23550 sq um
  – Post-Syn Area: 23550 sq um
  – Largest cells by area after synthesis: fa_1 (37%), dfrtp_1 (14%), and2_1 (9.4%)
  – Ys cells: about 2600
  – Fraction of registers with async set/reset: 97.74%
  – Ys Warns: 1
  – Instance count of the mapped netlist: about 2600
  – Synth Flop Type: dfrtp_1
  – Area leader share: ~37%

Worst setup path
  – Worst path arrival time: a little under 10 ns
  – End of the worst register-to-register path: fir_out[31]
  – Peak fanout along the critical path: 17
  – Worst r2r path cells: 21
  – Critical R2R Launch: fir_out[19]
  – Setup crit end kind: register
  – CP Launch Type: input pin
  – CP endpoint: fir_out[31]
  – CP required: around 11 ns
  – Origin of the worst setup path: tap_Do[6]
  – Kind of critical path: in -> reg
  – R2r setup slk: approximately 3.8 ns

Layout
  – Most frequent cells in the layout: inv_1 (509), fa_1 (438), and2_1 (354), clkdlybuf4s50_1 (324), nand2_1 (283)
  – Fraction of layout instances using a drive strength above 1: 4.861%
  – Commonest non-fill, non-tap cell in the layout: inv_1
  – Area Overhead vs Synth: 18.41%
  – Non-Filler Instances: around 3400
  – Post-route design area: 27890 sq um

Die
  – Die Y: ~220 um
  – Row count: just under 80
  – Boundary Pins: ~330
  – Die Width: approximately 220 um
  – Core Region: approximately 47000 sq um
  – Die Area: between 40000 and 50000 sq um
  – Core Util at FP: around half

Placed design
  – IO Port Bufs: ~330
  – Gp weighted congestion: ~0.97
  – Placed Instances: ~3400
  – DP HPWL: 58.85 mm
  – Placement Cell Area: 27330 sq um

Timing
  – Setup_tns: 0 ns
  – Worst slew pin tran: about 1.2 ns
  – Final Hold Viols: 0
  – Rel. slew slack: 20.82%
  – Final period util: around nine tenths
  – Crit path time final: roughly 9.6 ns
  – RSZ-0062 raised after global routing: no
  – Max Clock Freq: approximately 100 MHz
  – Slew Viols, Final: 0
  – Hold slack: just under 0.5 ns
  – Clock skew: about 0.016 ns
  – # setup viols final: 0

Job
  – OpenROAD warning count: 28
  – Max Cap Viol: 0

Detailed routing
  – DR iter-0 viols: around 950
  – DR pass1 iterations: 5
  – Vias per inst: just over 5
  – Vias: around 18000
  – # DRC: 0
  – WL per Instance: between 20 and 25 um
  – Post-DRT Antenna Nets: 0
  – Drt total wl: between 70 and 80 mm

Hold path
  – HP Class: reg -> reg
  – Hold Path Origin: state[3]

Outcome
  – Outcome: completed
-- cell usage after synthesis (3+ instances only) --
cell type / count
inv_1: 509
fa_1: 438
and2_1: 354
nand2_1: 283
ha_1: 131
dfrtp_1: 128
clkbuf_1: 127
a21oi_1: 75
nor2_1: 71
xnor2_1: 66
o21ai_0: 52
and3_1: 36
nor2b_1: 36
xor2_1: 36
mux2_4: 30
buf_4: 21
nand3_1: 16
nor3_1: 15
a31oi_1: 14
o21a_1: 11
o31ai_1: 10
or3_1: 9
a21o_1: 8
a211oi_1: 6
a22oi_1: 5
mux2i_1: 5
o22ai_1: 5
nand2b_1: 4
nor3b_1: 4
nor4_1: 4
o221ai_1: 4
a221oi_1: 3
a31o_2: 3
buf_2: 3
buf_6: 3
dfxtp_1: 3
mux2_2: 3
nand4_1: 3
nor4b_1: 3
-- critical path, cell delays in order --
cell	delay, ns
clkdlybuf4s50_1	1.04
buf_4	0.45
and2_1	0.17
fa_1	0.46
inv_1	0.07
fa_1	0.17
inv_1	0.05
fa_1	0.47
inv_1	0.05
fa_1	0.47
inv_1	0.05
fa_1	0.49
inv_1	0.05
fa_1	0.53
inv_1	0.05
fa_1	0.47
inv_1	0.05
fa_1	0.48
inv_1	0.05
ha_1	0.21
a21o_1	0.20
a31o_2	0.21
a221oi_1	0.45
o22ai_1	0.18
o31ai_1	0.41
o21ai_0	0.20
xnor2_1	0.16
nor2_1	0.05
-- stage by stage --
step                      utilization [%]  worst slack [ns]
after global routing                59.90            0.8416
after global placement              58.69            0.7809
after CTS                           59.90             1.219
final                               59.91             1.241
after floorplan                         -             2.028
after detailed placement            58.69            0.7635
-- sequential cells by signal (all words and copies together) (netlist names), 3 cells and up --
name,flops
state,6
data_addr,12
rdata,32
tap_addr,12
fir_out,32
data_len,32
ap_config,3
-- metal layers --
metal	global-route usage (%)	up-vias	wire length, um
li1	-	8189	-
met1	46.88	8851	28280
met2	51.66	699	33720
met3	13.90	106	7604
met4	7.407	14	2113
met5	0	-	96
-- final cells by class --
type	instances	area [sq um]
diodes	2	5.005
clock buffers	17	425.4
clock inverters	15	135.1
fillers	4029	18670
inverters	511	1918
multi-input cells	1783	17650
flip-flops and latches	133	3316
well taps	607	759.5
repair buffers	380	3680
-- how the worst min path moves through the flow --
stage / end / depth (start not counted)
4_1_cts: rvalid / 2
5_1_grt: state[2] / 1
6_report: state[2] / 1
-- cell families (layout without fill, tap and decap cells) --
group,after synthesis,in the layout,synth area share (%)
AND-OR/OR-AND,215,215,5.530
XOR/XNOR,103,103,3.888
adder cells (fa/ha/maj),569,569,44.19
buffers and inverters,666,923,11.06
flip-flops,133,133,14.08
multiplexers,38,38,2.268
other,2,6,0.03188
AND/OR/NAND/NOR,854,854,18.96
